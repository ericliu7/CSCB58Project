File: config.mk
export PLATFORM = sky130hd
export DESIGN_NAME = project
export DESIGN_NICKNAME = project
export VERILOG_FILES = /design/flow/design.v
export SDC_FILE = /design/flow/constraint.sdc
export NUM_CORES = 4
export LEC_CHECK = 1
export CORE_UTILIZATION = 40
File: constraint.sdc
current_design project

set clk_period 8.1
set clk_io_pct 0.2

create_clock -name clk0 -period $clk_period [get_ports {CLOCK_50}]

set non_clock_inputs [all_inputs -no_clocks]
set_input_delay [expr $clk_period * $clk_io_pct] -clock clk0 $non_clock_inputs
set_output_delay [expr $clk_period * $clk_io_pct] -clock clk0 [all_outputs]
File: design.v
module project(
    CLOCK_50,
    SW,
    KEY,
    HEX0,
    HEX1,
    HEX2,
    HEX3,
    HEX4,
    HEX5,
    HEX6,
    HEX7);
    input CLOCK_50;
    input [12:0] SW;
    input [3:0] KEY;
    output [6:0] HEX0, HEX1, HEX2, HEX3, HEX4, HEX5, HEX6, HEX7;
    wire loadRNum, displayRNum, loadPNum, loadLevel, display_input, addPoint, startTi, gameOver;
    wire go, real_reset;
    wire [7:0] ti;
    wire [3:0] point1, point0, numP1, numP0, numR1, numR0;
    assign go = ~KEY[0];
    assign real_reset = SW[8] && gameOver;
    control c0(
        .clk(CLOCK_50),
        .resetn(real_reset),
        .go(go),
        .loadRNum(loadRNum),
        .displayRNum(displayRNum),
        .loadPNum(loadPNum),
        .loadLevel(loadLevel),
        .display_input(display_input),
        .addPoint(addPoint),
        .startTi(startTi));
    datapath d0(
        .clk(CLOCK_50),
        .resetn(real_reset),
        .data_in(SW[7:0]),
        .level(SW[12:9]),
        .loadRNum(loadRNum),
        .displayRNum(displayRNum),
        .loadPNum(loadPNum),
        .loadLevel(loadLevel),
        .display_input(display_input),
        .addPoint(addPoint),
        .startTi(startTi),
        .point1(point1),
        .point0(point0),
        .numP1(numP1),
        .numP0(numP0),
        .numR1(numR1),
        .numR0(numR0),
        .disTi(ti),
        .gameOver(gameOver));
    hex_decoder h7(
        .hex_digit(ti[7:4]),
        .segments(HEX7));    
    hex_decoder h6(
        .hex_digit(ti[3:0]),
        .segments(HEX6));
    hex_decoder h5(
        .hex_digit(point1),
        .segments(HEX5));
    hex_decoder h4(
        .hex_digit(point0),
        .segments(HEX4));
    hex_decoder h3(
        .hex_digit(numP1),
        .segments(HEX3));
    hex_decoder h2(
        .hex_digit(numP0),
        .segments(HEX2));
    hex_decoder h1(
        .hex_digit(numR1),
        .segments(HEX1));
    hex_decoder h0(
        .hex_digit(numR0),
        .segments(HEX0));
endmodule
module control(
	input clk,
	input resetn,
	input go,
    output reg loadRNum,
    output reg displayRNum,
    output reg loadPNum,
    output reg loadLevel,
    output reg display_input,
    output reg addPoint,
    output reg startTi);
    reg [5:0] current_state, next_state;
    localparam 	INI           = 5'd0,
				WAIT_LEVEL    = 5'd1,
                START_TI      = 5'd2,
				GENERATE_RNG  = 5'd3,
                SHOW_RNG      = 5'd4,
                PLAYER_INPUT  = 5'd5, 
                WAIT_INPUT    = 5'd6,
				DISPLAY_INPUT = 5'd7,
                ADD_POINT     = 5'd8,
                END           = 5'd9;
	always@(*)
	begin: state_table
		case (current_state)
			INI: next_state = go ? WAIT_LEVEL : INI;  
            WAIT_LEVEL: next_state = go ? WAIT_LEVEL : START_TI;  
            START_TI: next_state = GENERATE_RNG;  
            GENERATE_RNG: next_state = SHOW_RNG;  
			SHOW_RNG: next_state = PLAYER_INPUT;  
            PLAYER_INPUT: next_state = go ? WAIT_INPUT : PLAYER_INPUT;  
            WAIT_INPUT: next_state = go ? WAIT_INPUT : DISPLAY_INPUT;  
            DISPLAY_INPUT: next_state = ADD_POINT;  
            ADD_POINT: next_state = END;  
            END: next_state = GENERATE_RNG;  
			default: next_state = INI;	
		endcase
	end
    always@(*)
	begin: make_output
        loadRNum = 0;
        displayRNum = 0;
        loadPNum = 0;
        loadLevel = 0;
        display_input = 0;
        addPoint = 0;
        startTi = 0;
		case(current_state)
			INI: begin
                    loadLevel = 1;
                 end
            START_TI: begin
                    startTi = 1;
                 end
            GENERATE_RNG: begin
                    loadRNum = 1;
                 end
            SHOW_RNG: begin
                    displayRNum = 1;
                 end
            PLAYER_INPUT: begin
                    loadPNum = 1;
                 end
            DISPLAY_INPUT: begin
                    display_input = 1;
                 end
            ADD_POINT: begin
                    addPoint = 1;
                 end
            endcase
    end
    always@(posedge clk)
	begin: state_FFs
		if(!resetn)  
			current_state <= INI;
		else
			current_state <= next_state;
	end
endmodule
module datapath(
    input clk,
    input resetn,
    input [7:0] data_in, 
    input [3:0] level,
    input loadRNum, displayRNum, loadPNum, loadLevel, display_input, addPoint, startTi,
    output [3:0] point1, point0,
    output reg [3:0] numP1, numP0, numR1, numR0,
    output [7:0] disTi,
    output reg gameOver);
    reg clEn = 0;  
    wire [7:0] ti;
    reg [7:0] disTiReg;  
    reg [3:0] nRN;  
    reg reS;  
    wire re;  
    assign disTi = disTiReg;  
    assign re = resetn && reS;
    clock clock0(
        .clk(clk),
        .reset(re),
        .enable(clEn),
        .ti(ti));
    reg [7:0] point = 0;
    reg [7:0] randomN = 0;
    reg [7:0] theN = 0;
    reg [7:0] playerN = 0;
    reg [3:0] theL = 0;  
    assign point1 = point[7:4];
    assign point0 = point[3:0];
    reg [3:0] scoreCounter = 0;
    reg clk_010, r_or_w_010;  
    reg [7:0] index_010;  
    reg [7:0] data_in_010;
    wire [7:0] data_out_010;
    mem5 mem5_010(
        .clk(clk_010),
        .r_or_w(r_or_w_010),
        .index(index_010),
        .data_in(data_in_010),
        .data_out(data_out_010));
    always@(posedge clk) begin
        gameOver = 1;
        reS = 1;
        randomN = randomN + 8'b00000001;  
        if(!resetn)
            begin
                point = 0;
                randomN = 0;
                theN = 0;
                playerN = 0;
                theL = 0;
                numP1 = 0;
                numP0 = 0;
                numR1 = 0;
                numR0 = 0;
                clEn = 0;
                gameOver = 1;
                nRN = 0;
            end
        if (loadLevel)
            begin
                theL = level; 
            end
        if (theL[3] == 0) begin
            if (startTi)
                begin
                    clEn = 1;
                end
            if (theL[2:1] == 2'd1)
                disTiReg = 8'd30 - ti;
            else
                disTiReg = ti;
            if (disTiReg == 8'hff)
                begin
                    data_in_010 = point;
                    r_or_w_010 = 1;
                    clk_010 = 1;
                    clk_010 = 0;
                    gameOver = 0;
                end
            if (nRN == 4'd8)
                gameOver = 0;
            if (addPoint)
                begin
                    if (theL[0])
                        begin
                            if (theN == playerN) begin
                                if (theL[2:1] == 2'd2)
                                    begin
                                        if (ti <= 8'd2)
                                            point <= point + 3;
                                        else if (ti <= 8'd5)
                                            point <= point + 2;
                                        else
                                            point <= point + 1;
                                    end
                                else
                                    point <= point + 1;
                            end
                        end
                    else
                        begin
                            if (theN[3:0] == playerN[3:0]) begin
                                if (theL[2:1] == 2'd2)
                                    begin
                                        if (ti <= 8'd2)
                                            point <= point + 3;
                                        else if (ti <= 8'd5)
                                            point <= point + 2;
                                        else
                                            point <= point + 1;
                                    end
                                else
                                    point <= point + 1;
                            end
                        end
                    if (theL[2:1] == 2'd2) begin
                        reS = 0;
                        nRN <= nRN + 1;
                    end
                end
            if (display_input)
                begin
                    if (theL[0])
                        begin
                            numP1 <= playerN[7:4];
                            numP0 <= playerN[3:0];
                        end
                    else
                        begin
                            numP1 <= 0;
                            numP0 <= playerN[3:0];
                        end
                end
            if (loadRNum)  
                begin
                    theN = randomN;
                end
            if (displayRNum)  
                begin
                    if (theL[0])
                        begin
                            numR1 <= theN[7:4];
                            numR0 <= theN[3:0];
                        end
                    else
                        begin
                            numR1 <= 0;
                            numR0 <= theN[3:0];
                        end
                end
            if (loadPNum)  
                begin
                    playerN <= data_in;
                end
        end else  
            begin
                if (displayRNum)  
                    begin
                        if (theL[2])
                            begin
                                if (theL[1])
                                    begin
                                        numP1 = 4'd3;
                                    end
                                else
                                    begin
                                        numP1 = 4'd2;
                                    end
                            end
                        else
                            begin
                                if (theL[1])
                                    begin
                                        numP1 = 4'd1;
                                    end
                                else
                                    begin
                                        numP1 = 4'd0;
                                    end
                            end
                        numP0 = theL[0];  
                        if (theL[2:0] == 3'b010) begin
                            case (point)
                                8'd0: index_010 = 8'd0;
                                8'd1: index_010 = 8'd1;
                                8'd2: index_010 = 8'd2;
                                8'd3: index_010 = 8'd3;
                                8'd4: index_010 = 8'd4;
                                default: index_010 = 8'd0;
                            endcase
                            r_or_w_010 = 0;
                            clk_010 = 1;
                            clk_010 = 0;
                            numR1 <= data_out_010[7:4];
                            numR0 <= data_out_010[3:0];
                        end
                    end
                if (display_input)  
                    begin
                        point = point + 1;
                        if (point == 8'd5)  
                            point = 0;
                    end
            end
    end
endmodule
module clock(
    input clk,
    input reset,
    input enable,
    output reg [7:0] ti);
    reg [25:0] counter = 0;
    always@(posedge clk) begin
        if (!reset) begin
            counter = 0;
            ti = 0;
        end
        if (enable) begin
            counter = counter + 1;
            if (counter == 26'd49999999)  
                ti <= ti + 1;
        end 
    end
endmodule
module hex_decoder(hex_digit, segments);
    input [3:0] hex_digit;
    output reg [6:0] segments;
    always @(*)
        case (hex_digit)
            4'h0: segments = 7'b100_0000;
            4'h1: segments = 7'b111_1001;
            4'h2: segments = 7'b010_0100;
            4'h3: segments = 7'b011_0000;
            4'h4: segments = 7'b001_1001;
            4'h5: segments = 7'b001_0010;
            4'h6: segments = 7'b000_0010;
            4'h7: segments = 7'b111_1000;
            4'h8: segments = 7'b000_0000;
            4'h9: segments = 7'b001_1000;
            4'hA: segments = 7'b000_1000;
            4'hB: segments = 7'b000_0011;
            4'hC: segments = 7'b100_0110;
            4'hD: segments = 7'b010_0001;
            4'hE: segments = 7'b000_0110;
            4'hF: segments = 7'b000_1110;   
            default: segments = 7'h7f;
        endcase
endmodule
module mem5(
    input clk,
    input r_or_w,
    input [7:0] index,
    input [7:0] data_in,
    output reg [7:0] data_out);
    reg [7:0] line4, line3, line2, line1, line0;
    always @(posedge clk)
        if (r_or_w)
            begin
                if (data_in > line0)
                    begin
                        line4 <= line3;
                        line3 <= line2;
                        line2 <= line1;
                        line1 <= line0;
                        line0 <= data_in;
                    end
                else if (data_in > line1)
                    begin 
                        line4 <= line3;
                        line3 <= line2;
                        line2 <= line1;
                        line1 <= data_in;
                    end
                else if (data_in > line2)
                    begin 
                        line4 <= line3;
                        line3 <= line2;
                        line2 <= data_in;
                    end
                else if (data_in > line3)
                    begin 
                        line4 <= line3;
                        line3 <= data_in;
                    end
                else if (data_in > line4)
                    begin 
                        line4 <= data_in;
                    end
            end
        else  
            case (index)
                8'd0: data_out <= line0;
                8'd1: data_out <= line1;
                8'd2: data_out <= line2;
                8'd3: data_out <= line3;
                8'd4: data_out <= line4;
            endcase
endmodule
File: run.sh
#!/bin/bash
# OpenROAD 26Q1-2900-gdf79404cd8, Yosys 0.63+post, stock flow scripts
make -C /OpenROAD-flow-scripts/flow DESIGN_CONFIG=/design/flow/config.mk WORK_HOME=/design/flow/orfs finish
==> GITHUB_STEP_SUMMARY <==
### Metrics collected by this job

| Metric | Value |
|---|---|
| Share of layout cells above drive strength 1 | 7.797% |
| Vias in the first global route | 6650 |
| Max VDD drop | 0.0001416 V |
| Clk_skew | ~0.0097 ns |
| CTS tree | yes |
| Num CTS Buffers | 17 |
| WS Path Type | primary input to flip-flop |
| Top cells by area | dfxtp_1 33%, ha_1 7.9%, nand2_1 4.6% |
| Max frequency | between 0.15 and 0.2 GHz |
| Io pins | 74 |
| Via count | 7315 |
| Final hold vios | 0 |
| Synthesized area | between 8000 and 9000 um^2 |
| Wire per inst | 13.90 um |
| PD cells | 174.6 nW/um^2 |
| Synth Instances | 1041 |
| Fin. max-slew vios | 0 |
| Largest net degree at the start of global routing | 45 |
| Hold crit path type | flip-flop to flip-flop |
| Leakage Power | 4.031 nW |
| Period Utilization, post-route | 61.89% |
| Status | finished, final reports clean |
| Synth Seq Share | a little over a third |
| Worst slew pin tran | 0.7722 ns |
| Synth area leader | dfxtp_1 |
| Final non-filler cell total | 1378 |
| Ant diodes | 0 |
| # hold bufs at CTS | 0 |
| Initial antenna violation count | 0 |
| Gr ovfl total | 0 |
| Clk buf depth | 2 |
| H-tree depth | 4 |
| Post-DP HPWL | 13.35 mm |
| Final setup violating endpoints | 0 |
| Top FF cell, synth | dfxtp_1 |
| RSZ-0062 raised after global routing | false |
| Sink Count | 153 |
| Synth flops | 153 |
| Post-CTS Setup Bufs | 0 |
| Number of vias per cell | between 5 and 6 |
| RePlAce Congestion | 0.8861 |
| Most numerous cell in the Yosys netlist | dfxtp_1 |
| Clk pin slew, worst setup/hold paths | roughly 0.070 ns |
| Post-detailed-route count of antenna-violating nets | 0 |
| Post-route DRC | 0 |
| Synth top area share | between 30% and 40% |
| Tally of buffers added on design ports | 70 |
| Average cell area after synthesis | 8.411 um^2 |
| Cell count after placement | between 1k and 1.5k |
| Chip Width | 150.0 um |
| Fraction of registers with async set/reset | 0% |
| Area Growth Syn to Fin | 17.56% |
| Worst path required time | approximately 8.4 ns |
| Chip Area, Yosys | 8756 um^2 |
| DIE HEIGHT | ~150 um |
| CP Launch Type | primary input |
| OpenROAD warnings | 68 |
| Post-Route Setup TNS | 0 ns |
| DRT Pass-1 Iters | 7 |
| Synth cell count leaders | 145 x dfxtp_1, 108 x nand2_1, 96 x nor2_1 |
| Flip-flops with a built-in enable | 8 |
| Init Core Util | around two fifths |
| # Cells Yosys | 1041 |
| Synth warnings | 5 |
| Die area | 22490 um^2 |
| Minimum clock period | about 5 ns |
| Slew margin rel. | 48.13% |
| Routed WL | around 19 mm |
| Initial detailed-routing violation count | 395 |
| CTS root buf | clkbuf_16 |
| Row count | around 53 |
| Critical Path End Type | flip-flop |
| Global-route wire length before repair | 32.46 mm |
| CP Max Fanout | 13 |
| Max_cap viols | 0 |
| Crit path DAT | about 5.3 ns |
| Post-synth cell types | 79 |
| Post-CTS Resized | 0 |
| Clock latency (worst-skew pair) | approximately 0.43 ns |
| Gr usage total | 18.15% |
| Fillers | about 2.0k |
| Core footprint | 21220 um^2 |
final timing paths:
path / start / endpoint / slack, ns / depth (start not counted)
setup / recovery: SW[8] / d0.clock0.ti[1] / 3.09 / 11
setup reg to reg: d0.gameOver / d0.clock0.ti[1] / 4.48 / 10
hold reg to reg: c0.current_state[6] / c0.current_state[8] / 0.45 / 2
hold / removal: c0.current_state[6] / c0.current_state[8] / 0.45 / 2
cell type report:
| type | instances | area (um^2) | area share (%) |
|---|---|---|---|
| multi-input cells | 779 | 5189 | 50.41 |
| inverters | 56 | 210.2 | 2.042 |
| well taps | 275 | 344.1 | 3.343 |
| clock buffers | 19 | 464.2 | 4.510 |
| repair buffers | 83 | 798.3 | 7.755 |
| clock inverters | 13 | 145.1 | 1.410 |
| flip-flops and latches | 153 | 3143 | 30.53 |
state kept, by name (all words and copies together) (netlist names), 8 cells and up:
signal             cells
d0.clock0.counter     26
c0.current_state      10
d0.clock0.ti           8
d0.disTiReg            8
d0.playerN             8
d0.point               8
d0.randomN             8
d0.theN                8
per-stage QoR:
step / util (%) / cell area (um^2) / power, mW / setup WS [ns] / hold WS [ns]
after floorplan: - / 8756 / 0.9205 / 3.396 / 0.4161
after global placement: 45.64 / 9684 / 1.002 / 2.692 / 0.4407
after detailed placement: 45.64 / 9684 / 1.003 / 2.678 / 0.4418
after CTS: 48.51 / 10290 / 1.820 / 3.103 / 0.4589
after global routing: 48.51 / 10290 / 1.882 / 2.759 / 0.4874
final: 48.51 / 10290 / 1.798 / 3.087 / 0.4537
routing by layer:
metal  GRT usage [%]  vias up  part of all wire, %
li1                -     3792                    -
met1           28.56     3360                   51
met2           27.29      138                   43
met3           2.640       25                  3.6
met4           2.980        0                  1.5
met5               0        -                    0
critical path: stages:
cell,delay (ns)
clkdlybuf4s50_1,0.78
and3_1,0.32
and2_1,0.19
ha_1,0.28
nand4_2,0.20
nor4_4,0.46
nand4_1,0.21
a2111oi_4,0.43
o2111ai_4,0.27
nor3_2,0.23
mux2_1,0.33
layout by cell type, fill, tap and decap left out, types with 13 or more instances in the layout:
cell and count:
buf_4 13, xor2_1 28, clkdlybuf4s50_1 70, a22o_1 15, nor3_1 17, nand2b_1 16, inv_1 52, o21ai_0 42
a31oi_1 18, dfxtp_1 145, nor2_1 96, nand3_1 44, nand2_1 108, and2_1 14, a21oi_1 50, o21ai_1 13
mux2i_1 31, xnor2_1 30, and3_1 21, ha_1 55, nand4_1 14, clkbuf_16 18
logic make-up after synthesis:
logic type                 count (synthesis)  synth area share [%]
buffers and inverters                    109                 4.859
and+or+nand+nor                          393                 22.86
xor gates and xnor gates                  58                 5.802
DFF                                      153                 35.90
adders and majority gates                 55                 7.859
muxes                                     37                 4.315
AOI/OAI and AO/OA                        236                 18.41
report_power, final:
group / internal [mW] / leakage, nW / total [mW] / switching, mW
Combinational: 0.0939 / 2.47 / 0.185 / 0.0906
Clock: 0.465 / 0.303 / 0.812 / 0.347
Sequential: 0.784 / 1.26 / 0.801 / 0.0170
Total: 1.34 / 4.03 / 1.80 / 0.455
No activity file was given, so power comes from the tool's default toggle rates.
